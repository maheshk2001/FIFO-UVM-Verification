**./design.v**
```verilog
module Async_fifo #(
    parameter DATA_WIDTH = 16,
    parameter DEPTH = 16,
    parameter ADDR_WIDTH = 4   
)(
    input  logic                    w_clk,
    input  logic                    rstn,
    input  logic                    w_en,
    input  logic [DATA_WIDTH-1:0]   w_data,
    output logic                    full_flag,
    input  logic                    r_clk,
    input  logic                    r_en,
    output logic [DATA_WIDTH-1:0]   r_data,
    output logic                    empty_flag
);
    logic [DATA_WIDTH-1:0] fifo_mem [0:DEPTH-1];
    logic [ADDR_WIDTH:0] w_ptr, r_ptr;
    logic [ADDR_WIDTH:0] w_ptr_gray, r_ptr_gray;
    logic [ADDR_WIDTH:0] w_ptr_gray_sync, r_ptr_gray_sync;
    logic [ADDR_WIDTH:0] w_ptr_gray_sync1, w_ptr_gray_sync2;
    logic [ADDR_WIDTH:0] r_ptr_gray_sync1, r_ptr_gray_sync2;
    always_ff @(posedge w_clk or negedge rstn) begin
        if (!rstn)
            w_ptr <= '0;
        else if (w_en && !full_flag)
            w_ptr <= w_ptr + 1'b1;
    end
    always_ff @(posedge w_clk) begin
        if (w_en && !full_flag)
            fifo_mem[w_ptr[ADDR_WIDTH-1:0]] <= w_data;
    end
    always_ff @(posedge w_clk or negedge rstn) begin
        if (!rstn)
            w_ptr_gray <= '0;
        else
            w_ptr_gray <= (w_ptr >> 1) ^ w_ptr;   
    end
    always_ff @(posedge w_clk or negedge rstn) begin
        if (!rstn) begin
            r_ptr_gray_sync1 <= '0;
            r_ptr_gray_sync2 <= '0;
        end else begin
            r_ptr_gray_sync1 <= r_ptr_gray;
            r_ptr_gray_sync2 <= r_ptr_gray_sync1;
        end
    end
    assign r_ptr_gray_sync = r_ptr_gray_sync2;
    assign full_flag = (w_ptr_gray == {~r_ptr_gray_sync[ADDR_WIDTH:ADDR_WIDTH-1], 
                                        r_ptr_gray_sync[ADDR_WIDTH-2:0]});
    logic [DATA_WIDTH-1:0] r_data_comb;
    assign r_data_comb = fifo_mem[r_ptr[ADDR_WIDTH-1:0]];
    always_ff @(posedge r_clk or negedge rstn) begin
        if (!rstn)
            r_data <= '0;
        else if (r_en && !empty_flag)
            r_data <= r_data_comb;
    end
    always_ff @(posedge r_clk or negedge rstn) begin
        if (!rstn)
            r_ptr <= '0;
        else if (r_en && !empty_flag)
            r_ptr <= r_ptr + 1'b1;
    end
    always_ff @(posedge r_clk or negedge rstn) begin
        if (!rstn)
            r_ptr_gray <= '0;
        else
            r_ptr_gray <= (r_ptr >> 1) ^ r_ptr;   
    end
    always_ff @(posedge r_clk or negedge rstn) begin
        if (!rstn) begin
            w_ptr_gray_sync1 <= '0;
            w_ptr_gray_sync2 <= '0;
        end else begin
            w_ptr_gray_sync1 <= w_ptr_gray;
            w_ptr_gray_sync2 <= w_ptr_gray_sync1;
        end
    end
    assign w_ptr_gray_sync = w_ptr_gray_sync2;
    assign empty_flag = (r_ptr_gray == w_ptr_gray_sync);
endmodule : Async_fifo
```
**./run.sh**
```bash
#!/bin/bash
# OpenROAD 26Q1-2900-gdf79404cd8, Yosys 0.63+post, stock flow scripts
make -C /OpenROAD-flow-scripts/flow DESIGN_CONFIG=/design/flow/config.mk WORK_HOME=/design/flow/orfs finish
```
**./config.mk**
```make
export PLATFORM = sky130hd
export DESIGN_NAME = Async_fifo
export DESIGN_NICKNAME = Async_fifo
export VERILOG_FILES = /design/flow/design.v
export SDC_FILE = /design/flow/constraint.sdc
export NUM_CORES = 4
export LEC_CHECK = 1
export CORE_UTILIZATION = 50
```
**./constraint.sdc**
```tcl
current_design Async_fifo

set clk_period 6.7
set clk_io_pct 0.2

create_clock -name clk0 -period $clk_period [get_ports {r_clk}]
create_clock -name clk1 -period $clk_period [get_ports {w_clk}]

set non_clock_inputs [all_inputs -no_clocks]
set_input_delay [expr $clk_period * $clk_io_pct] -clock clk0 $non_clock_inputs
set_output_delay [expr $clk_period * $clk_io_pct] -clock clk0 [all_outputs]
```
==> CHANGELOG.md <==
### Implementation results

- Mapped Area: 11900 µm²
- Syn-to-layout area delta: 14.5%
- Seq/Total Area, Yosys: 0.766
- Layout cells sized above 1: 0.243
- Fin. Hold Viols: 0
- Worst slew margin: 0.421
- GR Overflow Total: 0
- GPL Wtd Cong: 0.833
- Post-route DRC: 0
- Most numerous logic cells after layout: 256 x edfxtp_1, 54 x dfrtp_1, 50 x mux2_2
- Worst EP required: 5.36 ns
- Final Slew Violations: 0
- Initial antenna violation count: 0
- Worst setup margin: 3.38 ns
- Die height: 156 µm
- DR pass1 iterations: 4
- Ys cells: 570
- Die area: 24400 µm²
- Syn avg cell area: 20.8 µm²
- Dominant Register Cell: edfxtp_1
- Max incr delay on CP: 0.47 ns
- Family with the most delay on the worst path: buffers and inverters
- Leakage power: 4.61 nW
- Outcome: finished, final reports clean
- Worst-path cell chain: xnor2_1 -> nand3_1 -> nor2_1 -> clkdlybuf4s50_1
- Critical Setup Path Class: flop to output port
- Worst VDD drop: 0.213 mV
- Maxcap violations: 0
- Yosys reg bits: 312
- Ys Warns: 1
- Layout Utilization: 0.581
- Count of different cell masters after synthesis: 28
- Ys async rst share: 0.179
- # rows: 56
- Setup TNS: 0 ns
- Initial DRC count: 332
- Wirelength, routed: 25400 µm
- Routed via count: 5499
- Hold_buf cts: 0
- Global Route Usage Sum: 0.249
- Crit-path max FO: 5
- Arrival time of the worst setup path: 1.98 ns
- Die extent in x: 156 µm
- DR WL/cell: 26.4 µm
- HP Class: flop to flop
- Critical path buffer and inverter count: 1
- IO Count: 39
- Worst Setup Start Kind: flop
- Floorplan utilization: 0.507
- Most frequent logic cell in the layout: edfxtp_1
- RSZ-0062 raised after global routing: no
- Post-CTS setup buffer count: 0
- Vias in the first global route: 6107
- Post-synth EDFFs: 256
- Setup Viol. Count Final: 0
- Routed via count divided by cell count: 5.70
- PostCTS Resize Cnt: 0
- N_diodes: 0
- Instance tally after logic synthesis: 570
- Worst Clk Skew: 0.00835 ns
- Log Warnings: 32
- Core Region: 23400 µm²
- CTS clk-pin slew, worst paths: 0.06 ns
- Critical path endpoint category: output port
- Pwr/cell area: 449 nW/µm²
- Dpl ws: 3.02 ns
- First-pass GRT wire length: 37700 µm
- CTS tree: built
- Yosys stat area: 11900 µm²
- Port Buffers: 37
- Post-route ant nets: 0
- HPWL Detailed: 15800 µm
- Crit-path slowest cell: clkdlybuf4s50_1
- Clk sinks: 312
- Worst slew pin tran: 0.868 ns
- Largest net degree at the start of global routing: 57
==> registers in the layout (all words and copies together), names as in the netlist <==
name	count
w_ptr_gray_sync1	5
w_ptr_gray_sync2	5
w_ptr_gray	5
r_ptr_gray	5
r_ptr_gray_sync2	5
r_ptr_gray_sync1	5
w_ptr	5
r_data	16
r_ptr	5
fifo_mem	256
==> cell type report <==
type | instances | area, µm²
Timing Repair Buffer | 43 | 410
Clock inverter | 17 | 161
Tap cell | 319 | 399
Inverter | 7 | 26.3
Sequential cell | 312 | 9100
Clock buffer | 42 | 891
Multi-Input combinational cell | 225 | 2610
Fill cell | 1721 | 9810
==> through the flow <==
stage | cell area [µm²] | total power, mW | hold slack, ns | std cells
after floorplan | 11900 | 3.74 | 0.331 | 570
after global placement | 12500 | 4.39 | 0.336 | 906
after detailed placement | 12500 | 4.41 | 0.337 | 906
after CTS | 13600 | 6.19 | 0.146 | 965
after global routing | 13600 | 6.41 | 0.161 | 965
final | 13600 | 6.10 | 0.156 | 965
==> cell usage after synthesis, drive strengths merged, types with 6 or more instances <==
master	instances	area [µm²]
edfxtp	256	7690
dfrtp	56	1400
mux2	50	563
mux4	48	1080
o22ai	32	200
o21ai	17	88.8
mux2i	16	160
xnor2	16	140
and3	15	93.8
clkbuf	14	52.6
buf	12	95.1
ha	12	150
inv	6	22.5
==> power breakdown <==
group / leakage, nW / switching [mW] / internal (mW)
combinational: 1.12 / 0.870 / 0.785
clock: 0.519 / 0.716 / 1.05
sequential: 2.97 / 0.232 / 2.45
==> metal layers <==
metal	track usage	wire length (µm)	share of wire
met3	0.135	2930	0.12
met5	0	0	0
met2	0.387	12800	0.50
met1	0.331	8810	0.35
met4	0.0654	863	0.034
==> cells by family (layout without fill, tap and decap cells) <==
family | after synthesis | in the layout | synth area share
AND-OR/OR-AND | 56 | 56 | 0.0292
XOR/XNOR | 20 | 20 | 0.0148
adder cells (fa/ha/maj) | 12 | 12 | 0.0126
buffers and inverters | 33 | 109 | 0.0147
flip-flops | 312 | 312 | 0.766
multiplexers | 114 | 114 | 0.152
AND/OR/NAND/NOR | 23 | 23 | 0.0111
==> worst reg2reg max path, stage by stage (launching register included) <==
cell	delay, ns
dfrtp_4	0.82
buf_4	0.63
mux4_2	0.61
mux2i_1	0.32
o22ai_1	0.12
mux2_2	0.26
==> path summary, 6_finish.rpt <==
kind                                     start                   to  slack (ns)  depth (start not counted)
max                        r_ptr_gray_sync2[0]            full_flag        3.38                          4
min                              r_ptr_gray[2]  r_ptr_gray_sync1[2]        0.16                          0
max reg2reg                           r_ptr[2]           r_data[14]        3.82                          5
min in group asynchronous                 rstn        w_ptr_gray[3]        0.94                          2
min reg2reg                      r_ptr_gray[2]  r_ptr_gray_sync1[2]        0.16                          0
min in group clk0          w_ptr_gray_sync1[2]  w_ptr_gray_sync2[2]        0.35                          0
max in group asynchronous                 rstn             r_ptr[1]        4.98                          2
max in group clk1                         w_en       fifo_mem[5][7]        3.55                          3
Power is estimated from default activity; no workload was simulated.
